==> flow/design.v <==
`timescale 1ns / 1ps
module timeDivider(clockIn, clockOut);
	 input clockIn;
	 output clockOut;
	 reg clockOut;
	 reg[24:0] buffer;
	 initial begin
	 buffer=0;
	 clockOut=0;
	 end
	 always@(posedge clockIn)
	 begin
	     buffer <= buffer+1;
		  clockOut <= buffer[24];
    end
endmodule
==> flow/run.sh <==
#!/bin/bash
# OpenROAD 26Q1-2900-gdf79404cd8, Yosys 0.63+post, stock flow scripts
make -C /OpenROAD-flow-scripts/flow DESIGN_CONFIG=/design/flow/config.mk WORK_HOME=/design/flow/orfs finish
==> flow/config.mk <==
export PLATFORM = sky130hd
export DESIGN_NAME = timeDivider
export DESIGN_NICKNAME = timeDivider
export VERILOG_FILES = /design/flow/design.v
export SDC_FILE = /design/flow/constraint.sdc
export NUM_CORES = 4
export LEC_CHECK = 1
export CORE_AREA = 10 10 104 104
export DIE_AREA = 0 0 114 114
==> flow/constraint.sdc <==
current_design timeDivider

set clk_period 4.3
set clk_io_pct 0.2

create_clock -name clk0 -period $clk_period [get_ports {clockIn}]

set non_clock_inputs [all_inputs -no_clocks]
set_input_delay [expr $clk_period * $clk_io_pct] -clock clk0 $non_clock_inputs
set_output_delay [expr $clk_period * $clk_io_pct] -clock clk0 [all_outputs]
==> GITHUB_STEP_SUMMARY <==
## PnR job results

| Metric | Value |
|---|---|
| Clk latency of the worst-skew pair | `0.26 ns` |
| Vias/cell | `2.78` |
| First-pass GRT wire length | `2.31 mm` |
| Worst vdd ir | `104 uV` |
| Leakage | `0.000433 uW` |
| Antenna violations before repair | `0` |
| Fraction of layout cells with a size suffix above 1 | `11.0%` |
| Hold Slack | `0.374 ns` |
| Cts hold-fix bufs | `0` |
| CP arrival | `1.02 ns` |
| Top Ports | `2` |
| Endpoints failing setup | `0` |
| Top cells by count | `dfxtp_1, xnor2_1, nand3_1` |
| Dpl hpwl | `905 um` |
| Syn Area/Cell | `11.6 um^2` |
| Core area | `8680 um^2` |
| Post-DRT Antenna Nets | `0` |
| Slew Limit Fails | `0` |
| #FFs+latches synth | `26` |
| Floorplan Utilization | `11.5%` |
| Slew margin rel. | `73.8%` |
| Synth top area cells | `dfxtp_1, xnor2_1, xor2_1, nand3_1, nand4_4` |
| DRC Markers | `0` |
| RSZ-0062 raised after global routing | `false` |
| Routed WL | `1.26 mm` |
| Critical Path Slowest Stage Cell | `clkdlybuf4s50_1` |
| Kind of end point of the critical path | `output port` |
| N_diodes | `0` |
| Synth Cell Area | `1000 um^2` |
| Number of global-route vias before repair | `520` |
| WL/cell | `6.35 um` |
| Vias after detailed routing | `553` |
| Worst clock skew | `0.00483 ns` |
| Total global routing track utilization | `2.09%` |
| Number of enable flip-flop cells | `0` |
| Worst Path Max Fanout | `1` |
| Cell type with the largest total area | `dfxtp_1` |
| Mapped Cells | `86` |
| Count of different cell masters after synthesis | `15` |
| Max Root-Sink Buffers | `2` |
| 1st-iter DRT viols | `31` |
| Count leader, synth | `dfxtp_1` |
| CP max stage delay | `0.45 ns` |
| Period minus WS final | `1.88 ns` |
| Yosys Chip Area | `1000 um^2` |
| Critical-path cell list | `clkdlybuf4s50_1` |
| Top_reg_cell synth | `dfxtp_1` |
| Die W | `114 um` |
| Rows | `34` |
| Dpl cell area | `1150 um^2` |
| CTS tree | `done` |
| Critical path class | `reg -> out` |
| # Post-CTS Setup Buffers | `0` |
| TritonCTS buffer count | `3` |
| Clock-pin slew on the worst setup and hold paths | `0.08 ns` |
| Hold Crit Class | `reg -> reg` |
| Sum of negative setup slack | `0 ns` |
| Worst-Margin Slew | `0.391 ns` |
| Max Cap Viol | `0` |
| Area share, top type | `52.0%` |
| FFs w/ async S/R, synth | `0%` |
| Pin count of the biggest net entering global routing | `15` |
| Crit path launch type | `register` |
| Num Clock Sinks | `26` |
| Yosys stat cell total | `86` |
| H-tree levels | `1` |
| Drt pass-1 iters | `3` |
| WP buf/inv | `1` |
| P&R area growth vs syn | `20.0%` |
| Worst EP required | `3.44 ns` |
| Root Buffer | `clkbuf_8` |
| Max Clk Rate | `532 MHz` |
| Worst R2R Setup Slack | `2.79 ns` |
| GR Overflow Total | `0` |
| Register share after synthesis | `52.0%` |
| Status | `finished clean` |
| Family with the most delay on the worst path | `buffers and inverters` |
| IO buf count | `1` |
| Chip area | `13000 um^2` |
| Post-CTS Resized | `0` |
| Die H | `114 um` |
| Yosys Warn Count | `1` |
| Final-report hold violation count | `0` |
| Power density over cell area | `327 nW/um^2` |
| Tool warnings | `25` |
| GP Congestion | `0.719` |
| Design area | `1200 um^2` |
| Final Cycle Share | `43.7%` |
-- cell usage in the layout, fill, tap and decap left out --
cell type,instances
nor2_1,4
and3_1,5
ha_1,1
nand4_4,2
and3_2,1
nand3_1,9
and4_1,2
xnor2_1,15
xor2_1,8
dfxtp_1,26
nand3_4,1
inv_1,2
clkbuf_8,4
nand2_1,4
nor4_4,2
clkdlybuf4s50_1,1
nand4_1,4
-- per-layer routing --
metal  vias up  share of wire (%)  GRT usage [%]  wire length [um]
met1       243                 57           3.06               719
met4         0                  0          0.167                 0
met3         0                6.8           1.33                86
li1        306                  -              -                 -
met5         -                  0              0                 0
met2         4                 36           2.58               457
-- registers in the layout, indices dropped and copies added, names as in the netlist --
register,count
buffer,25
clockOut,1
-- worst reg2reg max path, delay by kind of cell, from the launching register on --
kind	cells	cell delay [ns]
DFF	1	0.38
and+or+nand+nor	3	0.67
xor gates and xnor gates	1	0.14
adders and majority gates	1	0.21
-- through the flow --
stage | setup slack (ns) | power [uW] | utilization (%) | std cells
final | 2.42 | 393 | 13.8 | 199
after global routing | 2.37 | 409 | 13.8 | 199
after CTS | 2.40 | 400 | 13.8 | 199
after detailed placement | 2.70 | 246 | 13.2 | 195
after global placement | 2.69 | 246 | 13.2 | 195
after floorplan | 2.91 | 246 | - | 86
-- layout make-up --
cell class                      count  area, um^2
Multi-Input combinational cell     58         473
Inverter                            2        7.51
Fill cell                         989        7480
Tap cell                          108         135
Timing Repair Buffer                1        10.0
Sequential cell                    26         520
Clock buffer                        4        55.1
-- cells by family (layout without fill, tap and decap cells) --
kind of cell / Yosys count / after routing / synth area share [%]
xor+xnor: 23 / 23 / 20.1
buf+inv: 2 / 7 / 0.750
flops: 26 / 26 / 52.0
fa+ha+maj: 1 / 1 / 1.25
simple gates: 34 / 34 / 25.9
-- worst paths after layout --
kind | end | start | depth (start not counted)
worst max register to register | buffer[24] | buffer[0] | 5
worst min register to register | clockOut | buffer[24] | 0
worst max-delay path | clockOut | clockOut | 1
worst min-delay path | clockOut | buffer[24] | 0
-- power breakdown --
part,total (uW),switching (uW),internal [uW]
Sequential,240,0,240
Combinational,0.000195,0,0
Clock,152,70.5,81.7
No activity file was given, so power comes from the tool's default toggle rates.
