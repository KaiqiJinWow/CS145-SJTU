$ cat flow/constraint.sdc
current_design InstructionMemory

set clk_period 1.9
set clk_io_pct 0.2

create_clock -name clk0 -period $clk_period

set non_clock_inputs [all_inputs -no_clocks]
set_input_delay [expr $clk_period * $clk_io_pct] -clock clk0 $non_clock_inputs
set_output_delay [expr $clk_period * $clk_io_pct] -clock clk0 [all_outputs]
$ cat flow/run.sh
#!/bin/bash
# OpenROAD 26Q1-2900-gdf79404cd8, Yosys 0.63+post, stock flow scripts
make -C /OpenROAD-flow-scripts/flow DESIGN_CONFIG=/design/flow/config.mk WORK_HOME=/design/flow/orfs finish
$ cat flow/config.mk
export PLATFORM = sky130hd
export DESIGN_NAME = InstructionMemory
export DESIGN_NICKNAME = InstructionMemory
export VERILOG_FILES = /design/flow/design.v
export SDC_FILE = /design/flow/constraint.sdc
export NUM_CORES = 4
export LEC_CHECK = 1
export CORE_AREA = 10 10 70 70
export DIE_AREA = 0 0 80 80
$ cat flow/design.v
`timescale 1ns / 1ps
module InstructionMemory(IMaddress,IMCLK,IMRESET,IMreadData);
    input [31:0]IMaddress;
	 input IMCLK;
	 input IMRESET;
	 output [31:0]  IMreadData;
	 reg [31:0] memBuffer[0:15];
	 reg [31:0] IMreadData;
	 initial
	   begin
        memBuffer[1]=32'b10001100000000010000000000000001; 
		  memBuffer[2]=32'b00000000000000010010000000100000; 
		  memBuffer[3]=32'b10001100000000100000000000000101; 
        memBuffer[4]=32'b10001100000000110000000000000100; 
		  memBuffer[5]=32'b00000000010000110010100000100000; 
		  memBuffer[6]=32'b00000000101000110010100000100010; 
        memBuffer[7]=32'b00000000001000100010000000100000; 
        memBuffer[8]=32'b00000000101000110010100000100010; 
        memBuffer[9]=32'b00000000101000110010000000100100; 
        memBuffer[10]=32'b10001100000000010000000000000101; 
        memBuffer[11]=32'b00010000001000100000000000000001; 
        memBuffer[12]=32'b00000000010000110010000000100000; 
        memBuffer[13]=32'b00000000010000110010000000100010; 
        memBuffer[14]=32'b00000000100000100010000000100101; 
        memBuffer[15]=32'b00000000011001000011000000101010; 
	  end
	  always@(IMaddress)
	  begin
	     if (IMRESET == 0) IMreadData= memBuffer[IMaddress>>2];
		  else IMreadData=0;
	  end
endmodule
==> summary.txt <==
impl run done, here's what came out: status finished, violations left, failing checks setup timing, hold_buf cts 0, worst path required time 1.52 ns, Mapped Cells 70, PortBufs 23, pwr/cell area 169 mW/mm2, CP Launch Type input port, Post-DP Area 835 um2, area leader, netlist buf_4, core area 0.00342 mm2, Cell area leaders buf_4 28%, ha_1 14%, nand2b_1 6.9%, largest net degree at the start of global routing 9, cells in synth_stat.txt 70, RSZ-0062 raised after global routing yes, Top Ports 66, Die H 80 um, Crit Path Max Fanout 5, Floorplan Utilization 15.9%, Leak 0.482 nW, tool warnings 68, Worst EP arrival 1.55 ns, yosys warns 1, fin cells 150, area share, top type 27.6%, period utilisation layout 101%, post-synthesis cell type count 26, final WL 1710 um, ANT nets after route 0, initial drt markers 25, max_cap viols 0, Setup violations, final 1, CP peak stage delay 0.45 ns, HP Class in2out, Max stage delay cell, worst path mux4_2, drt first pass iters 3, syn avg cell area 7.78 um2, Die Wd 80 um, Hold WS 1.22 ns, Buf+Inv Stages, Crit Path 4, Max Slew Vio Count 0, fin area 945 um2, gr usage total 4.81%, Congestion Overflow GR 0, number of clock buffers in the layout 0, Vias/cell 3.59, Rows 21, worst vdd ir 0.0000508 V, global-route wire length before repair 2620 um, family with the most delay on the worst path multiplexers, Worst setup EP type output pin, Chip Area, Yosys 544 um2, hpwl dp 1360 um, vias in the first global route 550, total die size 0.00640 mm2, FFs & Latches 0, via count 539, flip-flop and latch area 0 um2, Remaining DRCs 0, GPL Wtd Cong 0.857, logic area 504 um2, Tmin final 1.93 ns, critical setup path kind in2out, final hold vios 0, post-route setup slack -0.0278 ns, drt wl/cell 11.4 um, Cell Area, Synth 544 um2, fmax 519 MHz, Placed Cells 146, initial antenna violation count 0, Post-synth seq share 0%, Overall Power 0.160 mW, fillers 381, top-count cell post-synth buf_4, ant diodes 0, synthesis-to-finish area growth 73.6%, layout cells sized above 1 44.2%, CP Cell Sequence buf_6 -> buf_6 -> buf_6 -> ha_4 -> mux4_2 -> nor2b_4 -> buf_2, leading cell types by count after synthesis 20 x buf_4, 6 x ha_1, 6 x nand2b_1, 4 x a21oi_1, 4 x a311oi_1, Crit path top cell by count buf_6
[power breakdown]
group	internal (mW)	switching, mW
Clock	0	0
Sequential	0	0
Combinational	0.0935	0.0661
[layout make-up]
type                            count  share of cell area, %
Timing Repair Buffer               45                   39.1
Tap cell                           46                   6.09
Multi-Input combinational cell     56                   53.4
Inverter                            3                   1.46
[layout by cell type, fill, tap and decap left out, types with 2 or more instances in the layout]
cell type and count:
a21oi_1 2, a21oi_2 2, a311oi_1 2, a311oi_2 2, and3b_1 2, buf_2 5, buf_4 18, buf_6 6
conb_1 14, dlygate4sd2_1 15, ha_4 5, nand2_1 3, nand2b_1 6, nand3b_1 2, nor2b_1 2
[per-layer routing]
layer | track usage (%) | wire (um) | vias up
li1 | - | - | 277
met1 | 6.35 | 757 | 241
met2 | 7.54 | 737 | 21
met3 | 2.05 | 213 | 0
met4 | 0 | 0 | 0
met5 | 0 | 0 | -
[what timing repair did]
item / in CTS / in global routing
pin swaps: 6 / 2
setup endpoints to repair: 18 / 10
setup buffers: 5 / 0
resized: 65 / 6
[path summary, 6_finish.rpt]
path | from | end | slack [ns] | depth (start not counted)
worst max-delay path | IMaddress[3] | IMreadData[2] | -0.03 | 7
worst min-delay path | IMRESET | IMreadData[2] | 1.22 | 3
[tightest hold or removal path, cell delays in order]
cell	delay [ns]
dlygate4sd2_1	0.31
nor2b_4	0.05
buf_2	0.10
[stage by stage]
stage          util (%)  setup WS (ns)  TNS, ns
4_1_cts            26.8        -0.0641  -0.0902
3_5_place_dp       24.4         -0.735   -10.56
2_1_floorplan         -          0.224        0
3_3_place_gp       24.4         -0.747   -10.40
5_1_grt            27.7        -0.0839   -0.118
6_report           27.7        -0.0278  -0.0278
[cells by family after synthesis]
logic type      share of synthesized area (%)
simple gates                             25.5
mux                                      8.05
fa+ha+maj                                13.8
compound gates                           16.6
buf+inv                                  35.4
other cells                             0.689
Power figures rest on the tool's default switching activity, not on a simulated workload.
